===== design/flow/design.v =====
module Barrel_shifter(d,out,q,c); 
  input [7:0]d;
  output [7:0]out,q;
  input[2:0]c;
  mux m1(q[0],d,c);
  mux m2(q[1],{d[0],d[7:1]},c);
  mux m3(q[2],{d[1:0],d[7:2]},c);
  mux m4(q[3],{d[2:0],d[7:3]},c);
  mux m5(q[4],{d[4:0],d[7:4]},c);
  mux m6(q[5],{d[3:0],d[7:5]},c);
  mux m7(q[6],{d[5:0],d[7:6]},c);
  mux m8(q[7],{d[6:0],d[7:7]},c);
  assign out=q;
endmodule
module mux(y,d,c);
  input[7:0]d;
  output y;
  reg y;
  input [2:0]c;
  always @ (c)
  begin
    if (c==3'b000)
      y = d[0];
    else if (c==3'b001)
      y = d[1];
      else if (c==3'b010)
      y = d[2];
      else if (c==3'b011)
      y = d[3];
      else if (c==3'b100)
      y = d[4];
      else if (c==3'b101)
      y = d[5];
      else if (c==3'b110)
      y = d[6];
      else if (c==3'b111)
      y = d[7];
    end
  endmodule

===== design/flow/run.sh =====
#!/bin/bash
# OpenROAD 26Q1-2900-gdf79404cd8, Yosys 0.63+post, stock flow scripts
make -C /OpenROAD-flow-scripts/flow DESIGN_CONFIG=/design/flow/config.mk WORK_HOME=/design/flow/orfs finish

===== design/flow/config.mk =====
export PLATFORM = sky130hd
export DESIGN_NAME = Barrel_shifter
export DESIGN_NICKNAME = Barrel_shifter
export VERILOG_FILES = /design/flow/design.v
export SDC_FILE = /design/flow/constraint.sdc
export NUM_CORES = 4
export LEC_CHECK = 1
export CORE_AREA = 10 10 80 80
export DIE_AREA = 0 0 90 90

===== design/flow/constraint.sdc =====
current_design Barrel_shifter

set clk_period 4.7
set clk_io_pct 0.2

create_clock -name clk0 -period $clk_period

set non_clock_inputs [all_inputs -no_clocks]
set_input_delay [expr $clk_period * $clk_io_pct] -clock clk0 $non_clock_inputs
set_output_delay [expr $clk_period * $clk_io_pct] -clock clk0 [all_outputs]

==> notes.md <==
Implementation results.

In this run the cell area of the synthesized design comes to 589 µm². The filler cell count is 512. Data on the critical path arrives at its endpoint at roughly 3.2 ns. Based on the critical path, the design can be clocked at up to 240 MHz. The worst path needs 4.17 ns of the cycle, external delays included. Counting both buffers and inverters, the worst setup path holds a total of 2. The largest fanout of any net on the critical path is 10. The number of global-route vias before repair is ~420.

The first-pass GRT wire length is 2120 µm. The iteration count recorded for the first detailed-route pass is 4. The post-detailed-route DRC marker count is 0. The critical path's top delay family is buffers and inverters. The area of the die is between 8000 and 9000 µm². RePlAce ended its routability-driven mode at a weighted congestion of a little under 0.7.

The worst slew margin relative to its limit is 0.653. The timer found 8 register pins that no clock reaches; their paths are not timed. Hold-check failures listed in the final report amount to 0. The number of antenna violations at the first check in global routing was 0. The leakage power is 0.344 nW. The cell sequence reported for the critical path is clkdlybuf4s50_1 -> mux2_4 -> mux4_2 -> dlxtn_1 -> clkdlybuf4s50_1. STA classifies the critical path endpoint as an output port. At the pin with the least slew margin, the transition time is 0.518 ns. From the final report, the count of setup violators was given as 0. For this run, the script counts the antenna cells in the layout as 0.

For this block, the routed nets add up to 1270 µm of wire. Synthesis produced a netlist whose cell count is roughly 53. The tool warning count is 32. The final tally of max-slew violations is 0.

The number of buffers added to fix hold violations after cts is 0. The final cell utilization of the core is 0.177. The flow ran to the end, and the final reports show no timing, DRC or antenna violations. The final global-route overflow total is 0. During synthesis, Yosys emitted a total of 3 warnings.

The maximum resistive drop on vdd is about 0.021 mV. The critical path data required time is 3.76 ns. The count of buffers added by post-CTS timing repair for setup is 0. The post-route antenna net violation count is 0. STA classifies the critical path startpoint as an input pin.

The overall power of the completed layout is 0.0712 mW. The count of endpoints without a timing constraint is 8. By instance count after routing, the leading logic cell type is clkdlybuf4s50_1. The mean instance size in the synthesized netlist is 11.1 µm². In this run, post-CTS repair resized a total of 0 instances. The area of the multi-input gates is 353 µm².

The unique cell type count in the Yosys netlist is 16. The die is 90 µm wide. The count of boundary I/O pins is 27. Summed over all failing endpoints, the final setup total negative slack is 0 ns.

The via-per-instance ratio is 2.96. The maximum number of pins on one net before global-route repair is 11. The total track usage is 0.0304. Detailed placement reports a standard cell area of around 830 µm². The area taken by flip-flops and latches is 120 µm².

In the Yosys report the total cell count is 53. Dividing the final minimum period by the clock period gives 0.888. The total non-filler cell area in the finished layout is 835 µm². The placement report lists the number of port buffers as 27. The area figure in the yosys stat output is 589 µm². The critical path's slowest stage uses the library cell clkdlybuf4s50_1.

The critical setup path kind is input pin to output port. The post-synth register bit count is 8. The via total after detailed routing is 402.

In the final layout, the share of cells above drive strength 1 is 0.232. Ranking logic cells in the layout by count gives the top entries clkdlybuf4s50_1, mux2_4, dlxtn_1, conb_1, mux4_2. The timing report gives the biggest stage delay along the critical path as ~0.79 ns.

The total of max-cap violations is 0. The library cell appearing most often on the critical path is clkdlybuf4s50_1. The number of DRC violations after detailed-routing iteration 0 is 34. The area growth from synthesis to layout is 41.6%.

The floorplan die height is 90 µm. After floorplanning, the core was divided into 25 placement rows. The core utilization before placement is 0.125. The power density over the cells is between 80 and 90 nW/µm². Setup repair after global routing left no endpoint under its margin. The wire length per cell after detailed routing is 9.30 µm. The placeable core region is ~4700 µm².
## flip-flops by register name, summed over array words and instances, names as in the netlist
name and cells:
m1.y 1, m5.y 1, m3.y 1, m6.y 1, m4.y 1, m7.y 1
m2.y 1, m8.y 1
## logic make-up after synthesis
logic type / synth area share
buf+inv: 0.242
mux: 0.463
latches: 0.204
compound gates: 0.0467
simple gates: 0.0382
other cells: 0.00636
## power breakdown
group          total (mW)  internal, mW  switching [mW]
Sequential         0.0107       0.00870         0.00201
Clock                   0             0               0
Combinational      0.0605        0.0422          0.0183
## metal layers
layer | up-vias | wire length [µm] | share of wire | GRT usage
met3 | 0 | 195 | 0.15 | 0.0151
li1 | 200 | - | - | -
met4 | 0 | 0 | 0 | 0
met5 | - | 0 | 0 | 0
met1 | 181 | 449 | 0.35 | 0.0341
met2 | 21 | 620 | 0.49 | 0.0539
## layout make-up
class	instances	area share
Multi-Input combinational cell	32	0.423
Timing Repair Buffer	27	0.324
Sequential cell	8	0.144
Tap cell	67	0.100
Inverter	2	0.00900
## synthesized netlist by cell type
cell type / n / area share
buf_4: 16 / 0.20
dlxtn_1: 8 / 0.20
mux2_4: 8 / 0.20
mux4_2: 5 / 0.19
mux2i_1: 4 / 0.068
inv_2: 2 / 0.013
a21oi_1: 1 / 0.0085
a22oi_1: 1 / 0.013
a31oi_1: 1 / 0.011
and3b_2: 1 / 0.017
buf_6: 1 / 0.019
clkbuf_1: 1 / 0.0064
conb_1: 1 / 0.0064
nand3_1: 1 / 0.0085
o221ai_1: 1 / 0.015
or2b_1: 1 / 0.013
## metrics by stage
stage,cells,setup WS (ns)
after global routing,136,0.408
after CTS,136,0.505
after detailed placement,136,0.508
after floorplan,60,1.57
final,136,0.526
after global placement,136,0.541
## how the worst max path moves through the flow
stage	startpoint	endpoint	slack [ns]	depth (start not counted)
CTS	c[0]	q[4]	0.50	5
finish	c[0]	q[1]	0.53	5
global route	c[0]	q[2]	0.41	5
Power and IR drop assume default switching activity.
